## design/flow/run.sh

```bash
#!/bin/bash
# OpenROAD 26Q1-2900-gdf79404cd8, Yosys 0.63+post, stock flow scripts
make -C /OpenROAD-flow-scripts/flow DESIGN_CONFIG=/design/flow/config.mk WORK_HOME=/design/flow/orfs finish
```

## design/flow/config.mk

```make
export PLATFORM = sky130hd
export DESIGN_NAME = lab5_1
export DESIGN_NICKNAME = lab5_1
export VERILOG_FILES = /design/flow/design.v
export SDC_FILE = /design/flow/constraint.sdc
export NUM_CORES = 4
export LEC_CHECK = 1
export CORE_AREA = 10 10 70 70
export DIE_AREA = 0 0 80 80
```

## design/flow/constraint.sdc

```tcl
current_design lab5_1

set clk_period 3.9
set clk_io_pct 0.2

create_clock -name clk0 -period $clk_period

set non_clock_inputs [all_inputs -no_clocks]
set_input_delay [expr $clk_period * $clk_io_pct] -clock clk0 $non_clock_inputs
set_output_delay [expr $clk_period * $clk_io_pct] -clock clk0 [all_outputs]
```

## design/flow/design.v

```verilog
`timescale 1ps / 1fs
module adder(
    input [3:0] x,
    input [3:0] y,
    input c_in,              
    output [3:0] out,
    output c_out             
); 
    wire [3:0] p, g;
    wire [4:0] mid_c;
    wire mid0; wire [1:0] mid1; wire [2:0] mid2; wire [3:0] mid3;
    xor(p[0], x[0], y[0]);
    xor(p[1], x[1], y[1]);
    xor(p[2], x[2], y[2]);
    xor(p[3], x[3], y[3]);
    and(g[0], x[0], y[0]);
    and(g[1], x[1], y[1]);
    and(g[2], x[2], y[2]);
    and(g[3], x[3], y[3]);
    and(mid0, p[0], c_in);
    or(mid_c[0], mid0, g[0]);
    and(mid1[0], p[1], p[0], c_in);
    and(mid1[1], p[1], g[0]);
    or(mid_c[1], mid1[0], mid1[1], g[1]);
    and(mid2[0], p[2], p[1], p[0], c_in);
    and(mid2[1], p[2], p[1], g[0]);
    and(mid2[2], p[2], g[1]);
    or(mid_c[2], mid2[0], mid2[1], mid2[2], g[2]);
    and(mid3[0], p[3], p[2], p[1], p[0], c_in);
    and(mid3[1], p[3], p[2], p[1], g[0]);
    and(mid3[2], p[3], p[2], g[1]);
    and(mid3[3], p[3], g[2]);
    or(c_out, mid3[0], mid3[1], mid3[2], mid3[3], g[3]);
    xor(out[0], p[0], c_in);
    xor(out[1], p[1], mid_c[0]);
    xor(out[2], p[2], mid_c[1]);
    xor(out[3], p[3], mid_c[2]);
endmodule
module arithmeticUnit(
    input [3:0] x,
    input [3:0] y,
    input [2:0] select,
    output [3:0] out,
    output c_out             
);
    wire [3:0] not_y, s2noty, s1y, a;
    not(not_y[0], y[0]);
    not(not_y[1], y[1]);
    not(not_y[2], y[2]);
    not(not_y[3], y[3]);
    and(s1y[0], select[1], y[0]);
    and(s1y[1], select[1], y[1]);
    and(s1y[2], select[1], y[2]);
    and(s1y[3], select[1], y[3]);
    and(s2noty[0], select[2], not_y[0]);
    and(s2noty[1], select[2], not_y[1]);
    and(s2noty[2], select[2], not_y[2]);
    and(s2noty[3], select[2], not_y[3]);
    or(a[0], s2noty[0], s1y[0]);
    or(a[1], s2noty[1], s1y[1]);
    or(a[2], s2noty[2], s1y[2]);
    or(a[3], s2noty[3], s1y[3]);
    adder Adder(
        .x(a),
        .y(x),
        .c_in(select[0]),
        .out(out),
        .c_out(c_out)
    );
endmodule
module mux4to1(
    input [3:0] in,
    input [1:0] select,
    output out
);
    wire i0, i1, i2, i3;
    and(i0, ~select[1], ~select[0], in[0]);
    and(i1, ~select[1],  select[0], in[1]);
    and(i2, select[1], ~select[0], in[2]);
    and(i3, select[1],  select[0], in[3]);
    or(out, i0, i1, i2, i3);
endmodule
module logicUnit(
    input [3:0] x,
    input [3:0] y,
    input [1:0] select,
    output [3:0] out
);
    wire [3:0] out_and, out_or, out_xor, out_not;
    and(out_and[0], x[0], y[0]);
    and(out_and[1], x[1], y[1]);
    and(out_and[2], x[2], y[2]);
    and(out_and[3], x[3], y[3]);
    or(out_or[0], x[0], y[0]);
    or(out_or[1], x[1], y[1]);
    or(out_or[2], x[2], y[2]);
    or(out_or[3], x[3], y[3]);
    xor(out_xor[0], x[0], y[0]);
    xor(out_xor[1], x[1], y[1]);
    xor(out_xor[2], x[2], y[2]);
    xor(out_xor[3], x[3], y[3]);
    not(out_not[0], x[0]);
    not(out_not[1], x[1]);
    not(out_not[2], x[2]);
    not(out_not[3], x[3]);
    mux4to1 Mux0(
        .in({out_not[0], out_xor[0], out_or[0], out_and[0]}),
        .select(select),
        .out(out[0])
    );
    mux4to1 Mux1(
        .in({out_not[1], out_xor[1], out_or[1], out_and[1]}),
        .select(select),
        .out(out[1])
    );
    mux4to1 Mux2(
        .in({out_not[2], out_xor[2], out_or[2], out_and[2]}),
        .select(select),
        .out(out[2])
    );
    mux4to1 Mux3(
        .in({out_not[3], out_xor[3], out_or[3], out_and[3]}),
        .select(select),
        .out(out[3])
    );
endmodule
module mux2to1(
    input [1:0] in,
    input  select,
    output out
);
    wire i0, i1;
    and(i0, ~select, in[0]);
    and(i1, select, in[1]);
    or(out, i0, i1);
endmodule
module lab5_1(
    input [3:0] x,
    input [3:0] y,
    input [3:0] select,
    output [3:0] out,
    output c_out             
);
    wire [3:0] logic_out, arith_out;
    logicUnit LogicUnit(
        .x(x),
        .y(y),
        .select(select[1:0]),
        .out(logic_out)
    );
    arithmeticUnit ArithmeticUnit(
        .x(x),
        .y(y),
        .select(select[2:0]),
        .c_out(c_out),
        .out(arith_out)
    );
    mux2to1 MUX0(
        .in({logic_out[0], arith_out[0]}),
        .select(select[3]),
        .out(out[0])
    );
    mux2to1 MUX1(
        .in({logic_out[1], arith_out[1]}),
        .select(select[3]),
        .out(out[1])
    );
    mux2to1 MUX2(
        .in({logic_out[2], arith_out[2]}),
        .select(select[3]),
        .out(out[2])
    );
    mux2to1 MUX3(
        .in({logic_out[3], arith_out[3]}),
        .select(select[3]),
        .out(out[3])
    );
endmodule
```

==> impl_metrics.toml <==
# flow metrics
[timing]
slew_violations = 0
hold_viol = 0
setup_viol = 0
setup_ws_ns = 0.0915
clock.fmax_ghz = 0.263
period_used_share = 0.977
hold_ws_ns = 2.61
slew_headroom = 0.741
fin_setup_tns_ns = 0
rsz0062_at_grt = "false"
worstMarginPinSlew_ns = 0.387
finalCriticalPeriod_ns = 3.81

[grt]
grtUsageTotal = 0.0367
grt_max_degree = 11
overflow = 0
grt_pass1_wl_mm = 1.99
grt_pass1_vias = 449
antenna_found_initial = 0

[cells_and_area]
n_fill_cell = 371
ff_count = 0
fin_util = 0.238
logic_area_um2 = 462
regArea_um2 = 0
fin_area_um2 = 815
syn_to_final_growth_pct = 49.0
layout_top_cell = "clkdlybuf4s50_1"
drive_above_1_share = 0.268
lay_top_cells = "clkdlybuf4s50_1, inv_1, ha_1"
nClkBuffers = 0
final_cells = 128

[min_path]
min_path_type = "input port to output pin"
hold_path_end = "out[0]"
hp-start = "select[1]"
min_path_cells = 5

[flow_run]
maxCapViolCount = 0
log.warning_count = 36

[placement]
portBuffers = 17
placedCellCount = 128
pre_cts_ws_ns = 0.0279
placed_cell_area_um2 = 797
place_congestion = 0.820
dp_hpwl_mm = 1.09

[route]
routed_wl_mm = 1.26
drc = 0
wire_per_inst_um = 9.81
firstDrtPassIters = 4
num_antenna_cells = 0
vias = 473
via_per_inst = 3.70
ant_nets = 0
dr.first_iter.drc_count = 7

[worst_setup_path]
critPathMaxStageDelay_ns = 0.48
path_cells = "clkdlybuf4s50_1, mux2i_1, inv_1, ha_1, a211o_1, a2111o_1, nand3_1, clkdlybuf4s50_1"
critPathRequiredTime_ns = 3.12
critPathCaptureType = "output pin"
critPathLaunchType = "input port"
setup.worst_path.class = "input port to output pin"
crit_arrival_ns = 3.03
slowest_stage = "clkdlybuf4s50_1"
crit_top_cell = "clkdlybuf4s50_1"
critPathMaxFanout = 4

[clocking]
ctsHoldBuffers = 0
post_cts_resized = 0
post-cts-setup-buffer-count = 0

[synthesis]
yosysWarnings = 0
ys_seq_frac = 0
synthCells = 62
netlist_area_um2 = 547
area_leaders = "ha_1, mux4_2, mux2_2"
yosysTopAreaCellShare = 0.275
ys_cells = 62
ys_area_um2 = 547
postSynthAreaPerCell_um2 = 8.82
synth_area_leader_cell = "ha_1"
ys_types = 26

[floorplan]
io_pins = 17
core_area_um2 = 3420
fp-utilization = 0.160
fp-row-count = 21
die_height_um = 80
dieArea_um2 = 6400
die_w_um = 80

[outcome]
status = "complete, no violations"

[power_and_ir_drop]
vdd_drop_max_mv = 0.0346
p_per_area_nw_per_um2 = 126
leakage_nw = 0.414
total_power_mw = 0.103
## area by class of cell
cell class | instances | area share
inverters | 14 | 0.0645
multi-input cells | 42 | 0.567
well taps | 46 | 0.0707
repair buffers | 26 | 0.298
## cells in the mapped netlist, drive strengths merged
master  count
inv        14
ha         12
buf         6
mux2        5
a21o        4
mux4        3
mux2i       2
nor2        2
a2111o      1
a211o       1
a21oi       1
a22o        1
a31oi       1
fa          1
nand2       1
nand2b      1
nand3       1
nor3b       1
o21a        1
o22a        1
or2         1
xnor2       1
## power by group
group	total, mW	switching [mW]	internal, mW	leakage [nW]
combinational	0.103	0.0362	0.0665	0.414
sequential	0	0	0	0
clock	0	0	0	0
## layer usage
layer,track usage,vias up,part of all wire
met4,0.00176,0,0
met1,0.0462,208,0.43
met5,0,-,0
met2,0.0602,12,0.45
li1,-,253,-
met3,0.0148,0,0.12
## critical path, delay by kind of cell
family / cells / cell delay (ns)
AND/OR/NAND/NOR: 1 / 0.08
AND-OR/OR-AND: 2 / 0.68
multiplexers: 1 / 0.20
adder cells (fa/ha/maj): 1 / 0.27
buffers and inverters: 3 / 1.02
## worst max-delay path by stage
stage	startpoint	to	slack, ns
final	select[2]	out[3]	0.09
after global routing	select[2]	out[2]	0.004
after CTS	y[0]	out[3]	0.01
## cells by family after synthesis
group	share of synthesized area
fa+ha+maj	0.311
buf+inv	0.178
mux	0.270
simple gates	0.0664
compound gates	0.158
xor+xnor	0.0160
Power is estimated from default activity; no workload was simulated.
