===== flow/run.sh =====
#!/bin/bash
# OpenROAD 26Q1-2900-gdf79404cd8, Yosys 0.63+post, stock flow scripts
make -C /OpenROAD-flow-scripts/flow DESIGN_CONFIG=/design/flow/config.mk WORK_HOME=/design/flow/orfs finish

===== flow/config.mk =====
export PLATFORM = sky130hd
export DESIGN_NAME = ctrl_button_module
export DESIGN_NICKNAME = ctrl_button_module
export VERILOG_FILES = /design/flow/design.v
export SDC_FILE = /design/flow/constraint.sdc
export NUM_CORES = 4
export LEC_CHECK = 1
export CORE_AREA = 10 10 70 70
export DIE_AREA = 0 0 80 80

===== flow/constraint.sdc =====
current_design ctrl_button_module

set clk_period 1.3
set clk_io_pct 0.2

create_clock -name clk0 -period $clk_period

set non_clock_inputs [all_inputs -no_clocks]
set_input_delay [expr $clk_period * $clk_io_pct] -clock clk0 $non_clock_inputs
set_output_delay [expr $clk_period * $clk_io_pct] -clock clk0 [all_outputs]

===== flow/design.v =====
`timescale 1ps / 1fs
module adder(
    input [3:0] x,
    input [3:0] y,
    input c_in,              
    output [3:0] out,
    output c_out             
); 
    wire [3:0] p, g;
    wire [4:0] mid_c;
    wire mid0; wire [1:0] mid1; wire [2:0] mid2; wire [3:0] mid3;
    xor(p[0], x[0], y[0]);
    xor(p[1], x[1], y[1]);
    xor(p[2], x[2], y[2]);
    xor(p[3], x[3], y[3]);
    and(g[0], x[0], y[0]);
    and(g[1], x[1], y[1]);
    and(g[2], x[2], y[2]);
    and(g[3], x[3], y[3]);
    and(mid0, p[0], c_in);
    or(mid_c[0], mid0, g[0]);
    and(mid1[0], p[1], p[0], c_in);
    and(mid1[1], p[1], g[0]);
    or(mid_c[1], mid1[0], mid1[1], g[1]);
    and(mid2[0], p[2], p[1], p[0], c_in);
    and(mid2[1], p[2], p[1], g[0]);
    and(mid2[2], p[2], g[1]);
    or(mid_c[2], mid2[0], mid2[1], mid2[2], g[2]);
    and(mid3[0], p[3], p[2], p[1], p[0], c_in);
    and(mid3[1], p[3], p[2], p[1], g[0]);
    and(mid3[2], p[3], p[2], g[1]);
    and(mid3[3], p[3], g[2]);
    or(c_out, mid3[0], mid3[1], mid3[2], mid3[3], g[3]);
    xor(out[0], p[0], c_in);
    xor(out[1], p[1], mid_c[0]);
    xor(out[2], p[2], mid_c[1]);
    xor(out[3], p[3], mid_c[2]);
endmodule
module arithmeticUnit(
    input [3:0] x,
    input [3:0] y,
    input [2:0] select,
    output [3:0] out,
    output c_out             
);
    wire [3:0] not_y, s2noty, s1y, a;
    not(not_y[0], y[0]);
    not(not_y[1], y[1]);
    not(not_y[2], y[2]);
    not(not_y[3], y[3]);
    and(s1y[0], select[1], y[0]);
    and(s1y[1], select[1], y[1]);
    and(s1y[2], select[1], y[2]);
    and(s1y[3], select[1], y[3]);
    and(s2noty[0], select[2], not_y[0]);
    and(s2noty[1], select[2], not_y[1]);
    and(s2noty[2], select[2], not_y[2]);
    and(s2noty[3], select[2], not_y[3]);
    or(a[0], s2noty[0], s1y[0]);
    or(a[1], s2noty[1], s1y[1]);
    or(a[2], s2noty[2], s1y[2]);
    or(a[3], s2noty[3], s1y[3]);
    adder Adder(
        .x(a),
        .y(x),
        .c_in(select[0]),
        .out(out),
        .c_out(c_out)
    );
endmodule
module mux4to1(
    input [3:0] in,
    input [1:0] select,
    output out
);
    wire i0, i1, i2, i3;
    and(i0, ~select[1], ~select[0], in[0]);
    and(i1, ~select[1],  select[0], in[1]);
    and(i2, select[1], ~select[0], in[2]);
    and(i3, select[1],  select[0], in[3]);
    or(out, i0, i1, i2, i3);
endmodule
module logicUnit(
    input [3:0] x,
    input [3:0] y,
    input [1:0] select,
    output [3:0] out
);
    wire [3:0] out_and, out_or, out_xor, out_not;
    and(out_and[0], x[0], y[0]);
    and(out_and[1], x[1], y[1]);
    and(out_and[2], x[2], y[2]);
    and(out_and[3], x[3], y[3]);
    or(out_or[0], x[0], y[0]);
    or(out_or[1], x[1], y[1]);
    or(out_or[2], x[2], y[2]);
    or(out_or[3], x[3], y[3]);
    xor(out_xor[0], x[0], y[0]);
    xor(out_xor[1], x[1], y[1]);
    xor(out_xor[2], x[2], y[2]);
    xor(out_xor[3], x[3], y[3]);
    not(out_not[0], x[0]);
    not(out_not[1], x[1]);
    not(out_not[2], x[2]);
    not(out_not[3], x[3]);
    mux4to1 Mux0(
        .in({out_not[0], out_xor[0], out_or[0], out_and[0]}),
        .select(select),
        .out(out[0])
    );
    mux4to1 Mux1(
        .in({out_not[1], out_xor[1], out_or[1], out_and[1]}),
        .select(select),
        .out(out[1])
    );
    mux4to1 Mux2(
        .in({out_not[2], out_xor[2], out_or[2], out_and[2]}),
        .select(select),
        .out(out[2])
    );
    mux4to1 Mux3(
        .in({out_not[3], out_xor[3], out_or[3], out_and[3]}),
        .select(select),
        .out(out[3])
    );
endmodule
module mux2to1(
    input [1:0] in,
    input  select,
    output out
);
    wire i0, i1;
    and(i0, ~select, in[0]);
    and(i1, select, in[1]);
    or(out, i0, i1);
endmodule
module lab5_1(
    input [3:0] x,
    input [3:0] y,
    input [3:0] select,
    output [3:0] out,
    output c_out             
);
    wire [3:0] logic_out, arith_out;
    logicUnit LogicUnit(
        .x(x),
        .y(y),
        .select(select[1:0]),
        .out(logic_out)
    );
    arithmeticUnit ArithmeticUnit(
        .x(x),
        .y(y),
        .select(select[2:0]),
        .c_out(c_out),
        .out(arith_out)
    );
    mux2to1 MUX0(
        .in({logic_out[0], arith_out[0]}),
        .select(select[3]),
        .out(out[0])
    );
    mux2to1 MUX1(
        .in({logic_out[1], arith_out[1]}),
        .select(select[3]),
        .out(out[1])
    );
    mux2to1 MUX2(
        .in({logic_out[2], arith_out[2]}),
        .select(select[3]),
        .out(out[2])
    );
    mux2to1 MUX3(
        .in({logic_out[3], arith_out[3]}),
        .select(select[3]),
        .out(out[3])
    );
endmodule
module reg_button_in_module(
    reset_n, button_in, pos, open,
    reg_button_in
);
    input reset_n;
    input [3:0] button_in;
    input [1:0] pos;     
    input open;
    output [3:0] reg_button_in;  
    wire [3:0] k;
    wire [1:0] pos_n;
    not(pos_n[0], pos[0]);
    not(pos_n[1], pos[1]);
    and(k[0], open, pos_n[1], pos_n[0]);
    and(k[1], open, pos_n[1], pos[0]);
    and(k[2], open, pos[1], pos_n[0]);
    and(k[3], open, pos[1], pos[0]);
    JKLatch JKL0(reset_n, button_in[0], k[0], reg_button_in[0], );
    JKLatch JKL1(reset_n, button_in[1], k[1], reg_button_in[1], );
    JKLatch JKL2(reset_n, button_in[2], k[2], reg_button_in[2], );
    JKLatch JKL3(reset_n, button_in[3], k[3], reg_button_in[3], );
endmodule
module ctrl_button_module(
	button_up, button_down, button_in, position,
	ctrl_button_up, ctrl_button_down, ctrl_button_in
);
	input [2:0] button_up;
	input [2:0] button_down;
	input [3:0] button_in;
	input [1:0] position;
	output [2:0] ctrl_button_up;	 
	output [2:0] ctrl_button_down;	 
	output [2:0] ctrl_button_in;	 
	wire button_up_12;
	wire button_up_123;
	wire button_up_23;
	wire button_down_23;
	wire button_down_34;
	wire button_down_234;
	wire button_in_12;
	wire button_in_123;
	wire button_in_34;
	wire button_in_234;
	or(button_up_12, button_up[0], button_up[1]);
	or(button_up_123, button_up_12, button_up[2]);
	or(button_up_23, button_up[2], button_up[1]);
	or(button_down_23, button_down[0], button_down[1]);
	or(button_down_34, button_down[1], button_down[2]);
	or(button_down_234, button_down_34, button_down[0]);
	or(button_in_12, button_in[0], button_in[1]);
	or(button_in_123, button_in_12, button_in[2]);
	or(button_in_34, button_in[2], button_in[3]);
	or(button_in_234, button_in_34, button_in[1]);
	mux4to1 MUX_UP0({1'b0, button_up}, position, ctrl_button_up[0]);
	mux4to1 MUX_UP1({1'b0, 1'b0, button_up[2], button_up_23}, position, ctrl_button_up[1]);
	mux4to1 MUX_UP2({button_up_123, button_up_12, button_up[0], 1'b0}, position, ctrl_button_up[2]);
	mux4to1 MUX_DOWN0({button_down, 1'b0}, position, ctrl_button_down[0]);
	mux4to1 MUX_DOWN1({1'b0, button_down[2], button_down_34, button_down_234}, position, ctrl_button_down[1]);
	mux4to1 MUX_DOWN2({button_down_23, button_down[0], 1'b0, 1'b0}, position, ctrl_button_down[2]);
	mux4to1 MUX_IN0(button_in, position, ctrl_button_in[0]);
	mux4to1 MUX_IN1({1'b0, button_in[3], button_in_34, button_in_234}, position, ctrl_button_in[1]);
	mux4to1 MUX_IN2({button_in_123, button_in_12, button_in[0], 1'b0}, position, ctrl_button_in[2]);
endmodule

==> results.tsv <==
stage	metric	value	unit
outcome	status	complete, no violations	
power	internal power	0.0863	mW
synthesis	yosys stat cell total	38	
power	combinational fraction of design power	1.000	
synthesis	Seq/Total Area, Yosys	0	
cells_and_area	Clock buffer cells	0	
synthesis	most frequent cell after synthesis	buf_4	
sta	final hold slack	905	ps
cells_and_area	Final Cell Area	493	sq um
power	Max VDD drop	0.0310	mV
synthesis	synthesized area	239	sq um
grt	GR Util All Layers	0.0296	
sta	RSZ-0062 raised after global routing	no	
setup_path	crit end category	output port	
route	DRT Pass-1 Iters	3	
cts	Hold Buf Count CTS	0	
grt	GR Overflow Total	0	
setup_path	data required time of the worst path	1040	ps
power	sequential share of power	0	
synthesis	top cells by instance count after synthesis	buf_4 (10), o21ai_0 (9), a21oi_1 (5)	
route	ANT cells	0	
floorplanning	Cell Rows	21	
route	total vias in the final route	321	
grt	first-pass GRT wire length	1590	um
placement	Post-DP Area	465	sq um
sta	Total Neg Setup Slack	0	ps
sta	Period Utilization, post-route	0.981	
floorplanning	Chip Height	80	um
synthesis	Cell variety after synth	13	
power	Psw	0.0550	mW
synthesis	Largest cells by area	buf_4 (31%), o21ai_0 (19%), a21oi_1 (10%)	
setup_path	CP Launch Type	input pin	
synthesis	Area leader share	0.314	
route	drt wl/cell	9.88	um
sta	clock period minus worst slack	1280	ps
cells_and_area	Area Overhead vs Synth	106	%
sta	Fmax	784	MHz
grt	initial antenna violation count	0	
route	DRT iter0 DRCs	3	
power	clock share of power	0	
worst_hold_path	hold crit path type	input pin to output port	
power	PD cells	287	nW/um^2
placement	Post-DP HPWL	760	um
placement	RePlAce Congestion	0.773	
placement	Port Buf Inserts	21	
sta	Final Setup Violations	0	
power	switch share	0.389	
grt	number of global-route vias before repair	335	
sta	Slew Limit Headroom	0.898	
cells_and_area	fillcell total	394	
job	max_cap viols	0	
floorplanning	Initial Util	0.0700	
sta	Final Hold Violation Tally	0	
cells_and_area	fraction of layout instances using a drive strength above 1	0.500	
cells_and_area	area occupied by multi-input gates	171	sq um
setup_path	Worst EP arrival	1020	ps
route	Remaining DRCs	0	
route	Vias/cell	3.09	
floorplanning	die area	6400	sq um
power	LEAKAGE	0.217	nW
synthesis	Synth area leader	buf_4	
job	tally of OpenROAD warnings	32	
cells_and_area	flip-flops	0	
setup_path	critical path type	input pin to output port	
sta	pin slew with the least headroom to its limit	153	ps
route	antenna viol nets, final	0	
cells_and_area	register area	0	sq um
floorplanning	Core Area	3420	sq um
grt	largest net degree at the start of global routing	7	
synthesis	yosys synthesis chip area	239	sq um
setup_path	Max FO, Critical Path	2	
synthesis	YS warnings	0	
floorplanning	IO Pins	21	
route	Post-Route WL	1030	um
synthesis	Post-Synthesis Cells	38	
floorplanning	Die Span X	80	um
sta	Final Max Slew Viols	0	
synthesis	syn avg cell area	6.29	sq um
-- final cells by class --
| cell class | instances | area share |
|---|---|---|
| Inverter | 2 | 0.0152 |
| Timing Repair Buffer | 31 | 0.520 |
| Tap cell | 46 | 0.117 |
| Multi-Input combinational cell | 25 | 0.348 |
-- cell families after synthesis --
family | count (synthesis) | synth area share
compound gates | 15 | 0.319
buf+inv | 13 | 0.393
simple gates | 8 | 0.152
mux | 2 | 0.136
-- through the flow --
| step | power, mW | worst slack, ps | util | std cells |
|---|---|---|---|---|
| 6_report | 0.141 | 24.8 | 0.144 | 104 |
| 5_1_grt | 0.158 | 1.51 | 0.144 | 104 |
| 4_1_cts | 0.139 | 1.97 | 0.143 | 104 |
| 3_5_place_dp | 0.141 | -684 | 0.136 | 100 |
| 3_3_place_gp | 0.140 | -679 | 0.136 | 100 |
| 2_1_floorplan | 0.0668 | 81.7 | - | 38 |
-- power by group through the flow --
stage	clock [mW]	combinational [mW]	sequential, mW
finish	0	0.141	0
global route	0	0.158	0
CTS	0	0.139	0
-- worst paths after layout --
path | depth (start not counted) | startpoint | slack, ps | end
max | 3 | button_in[0] | 20 | ctrl_button_in[0]
min | 3 | button_in[2] | 910 | ctrl_button_in[0]
-- critical path: stages --
cell and delay (ps):
clkdlybuf4s15_1 190, mux4_2 440, buf_2 120
-- repair_timing --
action / CTS / global route
setup buffers: 3 / 0
cloned: 1 / 0
endpoints found under the setup margin: 9 / 5
resized: 66 / 7
pin swaps: 7 / 4
-- metal layers --
metal | wire length (um) | global-route usage | share of wire | up-vias
li1 | - | - | - | 162
met1 | 434 | 0.0384 | 0.42 | 145
met2 | 470 | 0.0506 | 0.46 | 14
met3 | 122 | 0.00795 | 0.12 | 0
met4 | 0 | 0 | 0 | 0
met5 | 0 | 0 | 0 | -
-- cell usage in the layout (no fill, tap or decap) --
cell / Yosys / routed
nand3_1: 1 / 1
nand2_1: 1 / 1
mux2i_1: 1 / 1
mux4_2: 1 / 1
clkdlybuf4s15_2: 0 / 2
buf_4: 10 / 7
a21oi_2: 0 / 4
buf_2: 0 / 6
nor2b_4: 0 / 1
clkbuf_2: 0 / 1
nor2_1: 4 / 4
a21oi_1: 5 / 1
inv_2: 0 / 2
and2_1: 1 / 1
dlygate4sd2_1: 0 / 7
o21ai_1: 0 / 8
o22ai_1: 1 / 1
o21ai_2: 0 / 1
clkdlybuf4s15_1: 0 / 4
buf_6: 1 / 4
Power and IR drop assume default switching activity.
