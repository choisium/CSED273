$ cat design/flow/run.sh
#!/bin/bash
# OpenROAD 26Q1-2900-gdf79404cd8, Yosys 0.63+post, stock flow scripts
make -C /OpenROAD-flow-scripts/flow DESIGN_CONFIG=/design/flow/config.mk WORK_HOME=/design/flow/orfs finish
$ cat design/flow/config.mk
export PLATFORM = sky130hd
export DESIGN_NAME = lab4_4
export DESIGN_NICKNAME = lab4_4
export VERILOG_FILES = /design/flow/design.v
export SDC_FILE = /design/flow/constraint.sdc
export NUM_CORES = 4
export LEC_CHECK = 1
export CORE_AREA = 10 10 70 70
export DIE_AREA = 0 0 80 80
$ cat design/flow/constraint.sdc
current_design lab4_4

set clk_period 3.7
set clk_io_pct 0.2

create_clock -name clk0 -period $clk_period

set non_clock_inputs [all_inputs -no_clocks]
set_input_delay [expr $clk_period * $clk_io_pct] -clock clk0 $non_clock_inputs
set_output_delay [expr $clk_period * $clk_io_pct] -clock clk0 [all_outputs]
$ cat design/flow/design.v
module halfAdder(
    input in_a,
    input in_b,
    output out_s,
    output out_c
    );
    and(out_c, in_a, in_b);
    xor(out_s, in_a, in_b);
endmodule
module fullAdder(
    input in_a,
    input in_b,
    input in_c,
    output out_s,
    output out_c
    );
    wire a_xor_b, a_and_b, a_xor_b_and_c;
    assign out_c = a_xor_b_and_c | a_and_b;
    halfAdder HA1(
        .in_a(in_a),
        .in_b(in_b),
        .out_s(a_xor_b),
        .out_c(a_and_b)
    );
    halfAdder HA2(
        .in_a(a_xor_b),
        .in_b(in_c),
        .out_s(out_s),
        .out_c(a_xor_b_and_c)
    );
endmodule
module lab4_2(
    input [4:0] in_a,
    input [4:0] in_b,
    input in_c,
    output [4:0] out_s,
    output out_c
    );
    wire [3:0] mid_c;
    fullAdder FA1(
        .in_a(in_a[0]),
        .in_b(in_b[0]),
        .in_c(in_c),
        .out_c(mid_c[0]),
        .out_s(out_s[0])
    );
    fullAdder FA2(
        .in_a(in_a[1]),
        .in_b(in_b[1]),
        .in_c(mid_c[0]),
        .out_c(mid_c[1]),
        .out_s(out_s[1])
    );
    fullAdder FA3(
        .in_a(in_a[2]),
        .in_b(in_b[2]),
        .in_c(mid_c[1]),
        .out_c(mid_c[2]),
        .out_s(out_s[2])
    );
    fullAdder FA4(
        .in_a(in_a[3]),
        .in_b(in_b[3]),
        .in_c(mid_c[2]),
        .out_c(mid_c[3]),
        .out_s(out_s[3])
    );
    fullAdder FA5(
        .in_a(in_a[4]),
        .in_b(in_b[4]),
        .in_c(mid_c[3]),
        .out_c(out_c),
        .out_s(out_s[4])
    );
endmodule
module lab4_4(
    input [4:0]in_a,
    input [2:0]in_b,
    output [7:0]out_m
    );
    wire[4:0] pp0, pp1, pp2, mid_m;
    wire mid_c;
    assign pp0 = {in_a[4]&in_b[0], in_a[3]&in_b[0], in_a[2]&in_b[0], in_a[1]&in_b[0], in_a[0]&in_b[0]};
    assign pp1 = {in_a[4]&in_b[1], in_a[3]&in_b[1], in_a[2]&in_b[1], in_a[1]&in_b[1], in_a[0]&in_b[1]};
    assign pp2 = {in_a[4]&in_b[2], in_a[3]&in_b[2], in_a[2]&in_b[2], in_a[1]&in_b[2], in_a[0]&in_b[2]};
    assign out_m[0] = pp0[0];
    assign out_m[1] = mid_m[0];
    lab4_2 RippleAdder1(
        .in_a({1'b0, pp0[4:1]}),
        .in_b(pp1),
        .in_c(1'b0),
        .out_c(mid_c),
        .out_s(mid_m)
    );
    lab4_2 RippleAdder2(
        .in_a({mid_c, mid_m[4:1]}),
        .in_b(pp2),
        .in_c(1'b0),
        .out_c(out_m[7]),
        .out_s(out_m[6:2])
    );
endmodule
==> flow_summary.yaml <==
# implementation run metrics
place:
  dp_cells: 98
  post-place-ws_ns: -1.39
  port_buffers: 16
  dp_hpwl_um: 744
  place.gp.congestion: 0.746
die:
  num_rows: 21
  core_area_um2: 3420
  chipArea_um2: 6400
  fp.dieH_um: 80
  floorplan.core_util: 0.100
  ios: 16
  die_w_um: 80
power_and_ir_drop:
  irDropWorstVdd_uv: 12.7
  power_leakage_nw: 0.266
  power.density_nw_per_um2: 111
  finalPower_mw: 0.0631
yosys:
  synth_area_per_cell_um2: 8.79
  ys_seq_frac: 0
  yosysMostFrequentCell: "and2_1"
  syn_inst: 39
  area_leaders: "fa_1, and2_1, buf_4, ha_1, inv_1"
  ys_cells: 39
  yosys-stat-area_um2: 343
  synth_cell_type_count: 6
  yosys.area.top_type_share: 0.409
  top_cells_by_count: "and2_1, buf_4, fa_1, inv_1"
  synth_area_um2: 343
  top_area_cell: "fa_1"
  yosys_warnings: 0
routing:
  wirelength_um: 769
  drt.antenna.violating_nets: 0
  wl_per_cell_um: 7.85
  num_vias: 266
  drc: 0
  antenna_cells: 0
  vias_per_cell: 2.71
  drt_iter0_markers: 0
  first_pass_iters: 1
grt:
  grt_pass1_wl_um: 1450
  antenna_found_initial: 0
  grt_pass1_vias: 301
  overflow: 0
  grt_max_degree: 5
  groute.usage.overall: 0.0267
hold_path:
  hold_path.class: "in -> out"
layout:
  instances_no_fill: 98
  clockBufferCount: 0
  seq_cells: 0
  final_util: 0.167
  seqCellArea_um2: 0
  layout-drive-gt1-share: 0.500
  fillCellCount: 389
  area_growth_pct: 66.1
critical_path:
  crit_path_cell_trace: "buf_6, and2_4, ha_4, fa_2, inv_2, fa_2, inv_2, fa_2, fa_2, fa_2, inv_2, fa_1, inv_1, buf_2"
  critical-path-top-delay-family: "adder cells"
  crit_fanout: 3
  path_buffers: 6
  worstPathArrival_ns: 3.54
  critPathRequiredTime_ns: 2.96
  path_common_cell: "fa_2"
  worst_setup_path_end_kind: "output pin"
  path_class: "in -> out"
  critPathSlowestCell: "fa_2"
  max_stage_delay_ns: 0.52
  cp-start-kind: "primary input"
final_timing:
  setup_violations: 3
  slew_viol_final: 0
  worst_slack_ns: -0.585
  period_needed_ns: 4.28
  relSlewSlack: 0.917
  hold_violations: 0
  final.period_utilization: 1.16
  whs_ns: 1.98
  fmax_ghz: 0.233
  max_slew.worst_pin.slew_ns: 0.125
  grt_setup_unrepaired: "yes"
run:
  max_cap_violations: 0
  tool_warnings: 35
clock_network:
  cts_setup_buffers: 0
status:
  violations: "setup timing"
  status: "complete, but fails checks"
## power breakdown
group | switching [mW] | internal [mW] | total (mW)
combinational | 0.0225 | 0.0406 | 0.0631
clock | 0 | 0 | 0
sequential | 0 | 0 | 0
total | 0.0225 | 0.0406 | 0.0631
## kinds of logic (layout without fill, tap and decap cells)
| group | count (synthesis) | count (layout) | share of synthesized area |
|---|---|---|---|
| adders and majority gates | 10 | 10 | 0.518 |
| buffers and inverters | 14 | 27 | 0.230 |
| and+or+nand+nor | 15 | 15 | 0.252 |
## area by class of cell
type,instances,area (um2),share of cell area
multi-input cells,25,302,0.530
well taps,46,57.6,0.101
repair buffers,20,184,0.323
inverters,7,26.3,0.0462
## path summary, 6_finish.rpt
| kind | depth (start not counted) | end | start | slack (ns) |
|---|---|---|---|---|
| hold / removal | 4 | out_m[3] | in_a[1] | 1.98 |
| setup / recovery | 14 | out_m[6] | in_a[0] | -0.58 |
## metal layers
metal | routed length, um | vias to the layer above | track usage
met2 | 449 | 5 | 0.0530
li1 | - | 132 | -
met3 | 16 | 0 | 0.00227
met1 | 303 | 129 | 0.0315
met5 | 0 | - | 0
met4 | 0 | 0 | 0
## through the flow
step	area, um2	TNS (ns)
6_report	569	-1.30
5_1_grt	569	-1.71
4_1_cts	561	-1.65
3_5_place_dp	551	-4.56
3_3_place_gp	551	-4.58
2_1_floorplan	355	-0.699
## cells in the final DEF (no fill, tap or decap), drive strengths merged
| cell | instances |
|---|---|
| and2 | 12 |
| clkdlybuf4s15 | 1 |
| fa | 7 |
| ha | 3 |
| clkdlybuf4s50 | 5 |
| dlymetal6s2s | 2 |
| dlygate4sd2 | 1 |
| nand2 | 3 |
| inv | 7 |
| buf | 11 |
## repair_timing
| item | CTS | global route |
|---|---|---|
| cloned | 0 | 0 |
| pin swaps | 9 | 2 |
| gates resized | 39 | 5 |
| hold buffers | 0 | 0 |
| setup endpoints to repair | 5 | 5 |
| endpoints found under the hold margin | 0 | 0 |
Power and IR drop assume default switching activity.
